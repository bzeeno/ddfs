--- /design/flow/config.mk ---
export PLATFORM = sky130hd
export DESIGN_NAME = fir
export DESIGN_NICKNAME = fir
export VERILOG_FILES = /design/flow/design.v
export SDC_FILE = /design/flow/constraint.sdc
export NUM_CORES = 4
export LEC_CHECK = 1
export CORE_UTILIZATION = 40
--- /design/flow/constraint.sdc ---
current_design fir

set clk_period 36.5
set clk_io_pct 0.2

create_clock -name clk0 -period $clk_period [get_ports {clk}]

set non_clock_inputs [all_inputs -no_clocks]
set_input_delay [expr $clk_period * $clk_io_pct] -clock clk0 $non_clock_inputs
set_output_delay [expr $clk_period * $clk_io_pct] -clock clk0 [all_outputs]
--- /design/flow/design.v ---
`timescale 1ns / 1ps
module fir (
    input logic clk, reset,
    input logic signed [15:0] fir_data_i,
    output logic signed [31:0] fir_data_o
);
    logic signed [15:0] tap0, tap1, tap2, tap3, tap4, tap5, tap6, tap7, tap8, tap9, tap10, tap11, tap12, tap13, tap14;
    logic signed [15:0] buff0, buff1, buff2, buff3, buff4, buff5, buff6, buff7, buff8, buff9, buff10, buff11, buff12, buff13, buff14;
    logic signed [31:0] mul0, mul1, mul2, mul3, mul4, mul5, mul6, mul7, mul8, mul9, mul10, mul11, mul12, mul13, mul14;
    logic signed [31:0] acc1, acc2, acc3, acc4, acc5, acc6, acc7, acc8, acc9, acc10, acc11, acc12, acc13, acc14;
    logic enable_fir;
    assign tap0  = -413;
    assign tap1  = -886;
    assign tap2  = -1021;
    assign tap3  = -110;
    assign tap4  = 2180;
    assign tap5  = 5360;
    assign tap6  = 8183;
    assign tap7  = 9315;
    assign tap8  = 8183;
    assign tap9  = 5360;
    assign tap10 = 2180;
    assign tap11 = -110;
    assign tap12 = -1021;
    assign tap13 = -886;
    assign tap14 = -413;
    always @(posedge clk, posedge reset)
    begin
        if (reset)
        begin
            enable_fir <= 1'b0;
        end 
        else
        begin
            enable_fir <= 1'b1;
        end
    end
    always @(posedge clk or posedge reset)
    begin
        if (reset == 1)
        begin
            buff0  <= 0;
            mul0   <= 0;
            buff1  <= 0;
            mul1   <= 0;
            buff2  <= 0;
            mul2   <= 0;
            buff3  <= 0;
            mul3   <= 0;
            buff4  <= 0;
            mul4   <= 0;
            buff5  <= 0;
            mul5   <= 0;
            buff6  <= 0;
            mul6   <= 0;
            buff7  <= 0;
            mul7   <= 0;
            buff8  <= 0;
            mul8   <= 0;
            buff9  <= 0;
            mul9   <= 0;
            buff10 <= 0;
            mul10  <= 0;
            buff11 <= 0;
            mul11  <= 0;
            buff12 <= 0;
            mul12  <= 0;
            buff13 <= 0;
            mul13  <= 0;
            buff14 <= 0;
            mul14  <= 0;
        end
        else if (enable_fir)
        begin
            buff0  <= fir_data_i;
            mul0   <= buff0 * tap0;
            buff1  <= buff0;
            mul1   <= buff1 * tap1;
            buff2  <= buff1;
            mul2   <= buff2 * tap2;
            buff3  <= buff2;
            mul3   <= buff3 * tap3;
            buff4  <= buff3;
            mul4   <= buff4 * tap4;
            buff5  <= buff4;
            mul5   <= buff5 * tap5;
            buff6  <= buff5;
            mul6   <= buff6 * tap6;
            buff7  <= buff6;
            mul7   <= buff7 * tap7;
            buff8  <= buff7;
            mul8   <= buff8 * tap8;
            buff9  <= buff8;
            mul9   <= buff9 * tap9;
            buff10 <= buff9;
            mul10  <= buff10 * tap10;
            buff11 <= buff10;
            mul11  <= buff11 * tap11;
            buff12 <= buff11;
            mul12  <= buff12 * tap12;
            buff13 <= buff12;
            mul13  <= buff13 * tap13;
            buff14 <= buff13;
            mul14  <= buff14 * tap14;
        end
    end
    always_comb 
    begin
        acc1   = mul0 + mul1;
        acc2   = acc1 + mul2;
        acc3   = acc2 + mul3;
        acc4   = acc3 + mul4;
        acc5   = acc4 + mul5;
        acc6   = acc5 + mul6;
        acc7   = acc6 + mul7;
        acc8   = acc7 + mul8;
        acc9   = acc8 + mul9;
        acc10  = acc9 + mul10;
        acc11  = acc10 + mul11;
        acc12  = acc11 + mul12;
        acc13  = acc12 + mul13;
        acc14  = acc13 + mul14;
    end
    assign fir_data_o = acc14;
endmodule
--- /design/flow/run.sh ---
#!/bin/bash
# OpenROAD 26Q1-2900-gdf79404cd8, Yosys 0.63+post, stock flow scripts
make -C /OpenROAD-flow-scripts/flow DESIGN_CONFIG=/design/flow/config.mk WORK_HOME=/design/flow/orfs finish
==> impl_metrics.tcl <==
# flow metrics
set metrics [dict create \
    seq_area_frac_synth_pct 19.8 \
    post-route-worst-setup-slack_ns 21.07 \
    cts-resized-gates 0 \
    enable_flop_cells 0 \
    clock_path_buffers 3 \
    grt_first_pass_wirelength_um 310000 \
    r2r-start "buff6[7]" \
    detail_route.wirelength_um 194000 \
    grt.overflow.total 0 \
    holdPathStages 1 \
    top_cell_area_share_pct 26.8 \
    drt_first_iter_violations 2591 \
    layout.cells.most_common "inv_1" \
    dp.final_hpwl_um 162000 \
    yosys_warnings 1 \
    final-hold-violation-count 0 \
    numPortBuffers 49 \
    timing.critical_path.from "buff5[3]" \
    crit_required_ns 29.20 \
    synth.distinct_cells 78 \
    fin_crit_ns 15.43 \
    yosysCellCount 7847 \
    critical_path_launch_point_type "flip-flop" \
    report.final.setup_viol 0 \
    min-delay-start "mul2[24]" \
    max-slew-margin-rel_pct 36.4 \
    finalCritPeriodShare_pct 42.3 \
    setup_repair_after_global_routing_missed_its_margin "no" \
    design.core.area_mm2 0.193 \
    die_width_um 442 \
    synth_flops 614 \
    drt-vias-per-instance 4.94 \
    report.final.slew_viol_count 0 \
    post_synth_main_area_contributors "fa_1, dfrtp_1, ha_1" \
    worst_setup_path_end_kind "output pin" \
    syn-instance-count 7847 \
    cp_max_fo 7 \
    ant_nets 0 \
    logic_area_mm2 0.0546 \
    cts_hold_repair.buffers 0 \
    tool_warnings 114 \
    detail_route.first_pass.iterations 5 \
    post_cts_buffers 0 \
    worst_skew_pair.late_latency_ns 0.71 \
    cts.root.buffer_cell "clkbuf_16" \
    synth_chip_area_mm2 0.0776 \
    top_area_cell "fa_1" \
    outcome "finished clean" \
    maxCapViolCount 0 \
    synthArstFlopShare_pct 100 \
    layout-drive-gt1-share_pct 5.21 \
    chipArea_mm2 0.196 \
    core_util_floorplan_pct 40.3 \
    ios 50 \
    finalClockSkew_ns 0.0590 \
    path_clk_slew_ns 0.06 \
    leading_register_cell_type_out_of_synthesis "dfrtp_1" \
    tritoncts "done" \
    arrival_ns 8.13 \
    grt_antenna_before_repair 10 \
    numClockSinks 614 \
    cts_buffers 78 \
    worst_slew_pin_slew_ns 0.946 \
    die_y_um 442 \
    crit_type "flip-flop to output pin" \
    fin_worst_hold_slack_ns 0.484 \
    worstRegToRegCells 19 \
    globalRouteTotalUtil_pct 21.7 \
    gp_congestion 0.968 \
    synthToLayoutAreaGrowth_pct 7.97 \
    pre_cts_slack_ns 21.91 \
    post_drt_wl_per_cell_um 18.5 \
    min_delay_worst_endpoint "mul2[24]" \
    final_cell_mix "inv_1, ha_1, fa_1" \
    min-delay-path-class "flip-flop to flip-flop" \
    num_vias 51800 \
    regToRegSetupSlack_ns 29.60 \
    drt_drc_violations_left 0 \
    synth.cell_area_mm2 0.0776 \
    flop_area_mm2 0.0154 \
    htree_num_levels 3 \
    setup_tns_ns 0 \
    fmax_mhz 64.8 \
    crit-reg2reg-capture "mul6[27]" \
    postSynthAreaPerCell_um2 9.89 \
    grt_start_max_net_pins 124 \
    count_of_fill_cells_added_during_filler_insertion 18100 \
    fp-row-count 161 \
    first_global_vias 53600 \
]
==> final cells by class <==
type	count	area share, %
Tap cell	2526	3.77
Clock inverter	30	0.499
Timing Repair Buffer	93	1.04
Antenna cell	2	0.00597
Multi-Input combinational cell	5212	65.2
Inverter	1882	8.45
Sequential cell	614	18.3
Clock buffer	109	2.67
==> per-stage QoR <==
stage | std cells | area, um2 | utilization (%)
final | 10500 | 83800 | 43.5
after global routing | 10500 | 83800 | 43.5
after CTS | 10500 | 83800 | 43.5
after detailed placement | 10300 | 81100 | 42.1
after global placement | 10300 | 81100 | 42.1
after floorplan | 7847 | 77600 | -
==> state kept, by name (all words and copies together), names as in the netlist, 26 cells and up <==
signal	cells
mul0	26
mul8	30
mul6	29
mul7	30
mul2	26
mul14	26
mul12	27
==> critical path: stages (launching register included) <==
cell and delay [ns]:
dfrtp_1 0.54, inv_1 0.18, fa_1 0.58, inv_1 0.07, fa_1 0.56, fa_1 0.43
fa_1 0.47, fa_1 0.49, inv_1 0.05, fa_1 0.52, inv_1 0.06, ha_1 0.27
a21oi_1 0.22, o21ai_0 0.23, o21ai_0 0.43, o21a_1 0.36, o31ai_1 0.14, buf_4 0.19
a2111oi_0 0.68, nor2_1 0.15, a311oi_1 0.30, clkdlybuf4s50_1 0.51
==> synth_stat cells (all sizes together), types with 24 or more instances <==
| cell | instances |
|---|---|
| inv | 1881 |
| ha | 1221 |
| fa | 1039 |
| dfrtp | 614 |
| nand2 | 480 |
| o21ai | 474 |
| xnor2 | 308 |
| a21oi | 257 |
| nor2 | 230 |
| mux2 | 189 |
| clkbuf | 126 |
| a21o | 121 |
| nor3 | 93 |
| xor2 | 69 |
| nand3 | 67 |
| o21bai | 43 |
| or3 | 42 |
| a31oi | 41 |
| mux2i | 41 |
| a211oi | 40 |
| o31ai | 38 |
| o211ai | 33 |
| o21a | 33 |
| and3 | 30 |
| nor2b | 28 |
| nand2b | 24 |
| or2 | 24 |
==> kinds of logic (layout without fill, tap and decap cells) <==
kind of cell | Yosys count | after routing | synth area share [%]
compound gates | 1245 | 1245 | 9.96
simple gates | 1099 | 1099 | 6.42
fa+ha+maj | 2260 | 2260 | 46.5
mux | 230 | 230 | 3.27
flops | 614 | 614 | 19.8
other cells | 1 | 3 | 0.00483
buf+inv | 2021 | 2114 | 9.78
xor+xnor | 377 | 377 | 4.26
==> how the worst max path moves through the flow <==
stage	endpoint	slack [ns]	depth (start not counted)
CTS	fir_data_o[31]	21.08	21
global route	fir_data_o[31]	20.54	21
finish	fir_data_o[31]	21.07	21
==> routing by layer <==
metal  vias to the layer above  global-route usage (%)  share of wire (%)  routed length (um)
met5                         -                    1.03               0.17                 328
met4                        13                    6.40                4.0                7760
met3                       244                    10.0                 11               21100
met2                      1198                    30.8                 43               82600
met1                     25000                    30.6                 42               81800
li1                      25300                       -                  -                   -
